### design/flow/design.v
module individual_14(input logic [15:0] a1, input logic [15:0] a0, input logic [15:0] b1, input logic [15:0] b0, output logic [15:0] y3, output logic [15:0] y2, output logic [15:0] y1, output logic [15:0] y0);
logic [15:0] r0, r1, r2, r3; 
 always@(*) begin 
	 r0 = a0; r1 = a1; r2 = b0; r3 = b1; 
 	 r0  |=  r3 ;
 	 r1 = ! r0 ;
 	 r3  &=  r3 ;
 	 r0  &=  r1 ;
 	 r3  |=  b1 ;
 	 r3  |=  r3 ;
 	 r0  &=  b1 ;
 	 r0  &=  r3 ;
 	 r3  &=  a1 ;
 	 r0  &=  r2 ;
 	 r2 = ! r2 ;
 	 r2  |=  r0 ;
 	 r3  ^=  r3 ;
 	 r2 = ! b0 ;
 	 r3  |=  r0 ;
 	 r3 = ! a0 ;
 	 r0  |=  a0 ;
 	 r1  |=  r2 ;
 	 r2  &=  r2 ;
 	 r3  &=  a1 ;
 	 r1  ^=  b0 ;
 	 r0  |=  r2 ;
 	 r0 = ! r0 ;
 	 r0  &=  r0 ;
 	 r1  ^=  r3 ;
 	 r0  |=  r0 ;
 	 r1  |=  r1 ;
 	 r0  ^=  b0 ;
 	 r3 = ! r1 ;
 	 r3  |=  r0 ;
 	 r2  ^=  b0 ;
 	 r3  |=  r0 ;
 	 r1  |=  b1 ;
 	 r2  &=  b0 ;
 	 r0 = ! r2 ;
 	 r3  |=  a1 ;
 	 r1  |=  r0 ;
 	 r1  ^=  r1 ;
 	 r1  |=  a0 ;
 	 r3  |=  r0 ;
 	 r0  |=  b0 ;
 	 r1  &=  a1 ;
 	 r3 = ! b0 ;
 	 r1 = ! b0 ;
 	 r3 = ! a1 ;
 	 r2 = ! b1 ;
 	 y3 = r3; y2 = r2; y1 = r1; y0 = r0; 
end
endmodule
### design/flow/run.sh
#!/bin/bash
# OpenROAD 26Q1-2900-gdf79404cd8, Yosys 0.63+post, stock flow scripts
make -C /OpenROAD-flow-scripts/flow DESIGN_CONFIG=/design/flow/config.mk WORK_HOME=/design/flow/orfs finish
### design/flow/config.mk
export PLATFORM = sky130hd
export DESIGN_NAME = individual_14
export DESIGN_NICKNAME = individual_14
export VERILOG_FILES = /design/flow/design.v
export SDC_FILE = /design/flow/constraint.sdc
export NUM_CORES = 4
export LEC_CHECK = 1
export CORE_AREA = 10 10 70 70
export DIE_AREA = 0 0 80 80
### design/flow/constraint.sdc
current_design individual_14

set clk_period 2.0
set clk_io_pct 0.2

create_clock -name clk0 -period $clk_period

set non_clock_inputs [all_inputs -no_clocks]
set_input_delay [expr $clk_period * $clk_io_pct] -clock clk0 $non_clock_inputs
set_output_delay [expr $clk_period * $clk_io_pct] -clock clk0 [all_outputs]
==> impl_metrics.json <==
{
  "via_per_inst": 3.00,
  "seq_cells": 0,
  "antenna_cells": 0,
  "die_h_um": 80,
  "nClkBuffers": 0,
  "overflow": 0,
  "postPlaceCellArea_mm2": 0.00104,
  "lay_top_count": "clkdlybuf4s50_1",
  "hold_viol_final": 0,
  "dr.pass1.iters": 2,
  "required_ns": 1.60,
  "worstSetupStartpointType": "input pin",
  "cap_viol_max_count": 0,
  "yosys_warnings": 1,
  "place_hpwl_um": 2260,
  "gp_congestion": 0.803,
  "critPathCaptureType": "output pin",
  "postSynthAreaPerCell_um2": 7.51,
  "min_path_type": "in -> out",
  "die_x_um": 80,
  "die_area_mm2": 0.00640,
  "dp.cells": 176,
  "cp_slowest_stage_delay_ns": 0.41,
  "p_sw_share_pct": 25.2,
  "final_cell_mix": "clkdlybuf4s50_1, conb_1, dlygate4sd2_1",
  "ant_nets": 0,
  "tool_warnings": 48,
  "crit_family": "buffers and inverters",
  "powerDensity_mw_per_mm2": 131,
  "grt_start_max_net_pins": 3,
  "min-delay-start": "a1[14]",
  "power_frac_comb_pct": 100.0,
  "yosys-stat-area_um2": 601,
  "regArea_um2": 0,
  "p_int_mw": 0.103,
  "cp_data_arrival_time_ns": 1.49,
  "yosysSeqAreaShare_pct": 0,
  "grt_use_total_pct": 6.33,
  "drive_above_1_share_pct": 8.46,
  "core_area_mm2": 0.00342,
  "drt_wl_total_um": 2370,
  "drc": 0,
  "fin_area_mm2": 0.00105,
  "slew_viol_final": 0,
  "cts_setup_buffers": 0,
  "peakVddDrop_mv": 0.0238,
  "worst_path_max_delay_cell": "clkdlybuf4s50_1",
  "ioPinCount": 128,
  "initCoreUtil_pct": 17.6,
  "synth_cell_types": 6,
  "ctsHoldBuffers": 0,
  "path_max_fanout": 1,
  "setup_violations": 0,
  "min_path_cells": 4,
  "power_switching_mw": 0.0348,
  "p_seq_share_pct": 0,
  "netlist_instances": 80,
  "fillers": 380,
  "min_period_ns": 1.89,
  "critPathKind": "in -> out",
  "leakagePower_nw": 0.481,
  "num_rows": 21,
  "crit_buf_inv": 2,
  "drtIter0Drc": 3,
  "setup-tns-final_ns": 0,
  "synth.cell_area_um2": 601,
  "area.growth.synth_to_final_pct": 75.6,
  "yosys_cells": 80,
  "portBuffers": 67,
  "p_clk_share_pct": 0,
  "max_freq_mhz": 528,
  "logic_area_um2": 337,
  "final_cells": 176,
  "grt_pass1_wl_um": 3370,
  "whs_endpoint": "y3[0]",
  "worst_slack_ns": 0.106,
  "place_ws_ns": -0.352,
  "crit_start": "b1[6]",
  "routedWlPerCell_um": 13.5,
  "fin_crit_sh_pct": 94.7,
  "grt_pass1_vias": 661,
  "outcome": "completed",
  "grt_antenna_before_repair": 0,
  "cp_cell_sequence": "clkdlybuf4s50_1 > nor4_2 > and4_1 > dlygate4sd2_1",
  "vias": 528
}
power by group through the flow:
stage	sequential, mW	clock (mW)	combinational, mW
final	0	0	0.138
after global routing	0	0	0.152
after CTS	0	0	0.141
routing by layer:
layer,GRT usage (%),vias to the layer above,share of wire [%]
met4,0,0,0
met5,0,-,0
met2,12.8,42,58
met3,1.02,0,6.3
li1,-,268,-
met1,6.92,218,35
worst max-delay path by stage:
stage / cells past startpoint / to / slack, ns
6_report: 4 / y2[0] / 0.11
4_1_cts: 4 / y2[0] / 0.07
5_1_grt: 4 / y2[0] / -0.0004
cells in the mapped netlist:
| library cell | instances | share of area, % |
|---|---|---|
| a41o_1 | 1 | 1.7 |
| nor4_1 | 10 | 10 |
| conb_1 | 1 | 0.62 |
| and4_1 | 3 | 4.4 |
| nor4_2 | 2 | 4.2 |
| buf_4 | 63 | 79 |
cells by family (layout without fill, tap and decap cells):
kind of cell	Yosys count	in the layout	share of synthesized area [%]
compound gates	1	1	1.67
buf+inv	63	69	78.7
other cells	1	45	0.624
simple gates	15	15	19.0
what timing repair did:
item / in CTS / in global routing
pin swaps: 12 / 2
endpoints found under the setup margin: 4 / 1
gates cloned: 0 / 0
resized: 26 / 1
per-stage QoR:
stage / power, mW / hold slack (ns) / utilization, %
after global routing: 0.152 / 1.47 / 30.9
after global placement: 0.147 / 1.64 / 30.3
after detailed placement: 0.146 / 1.63 / 30.3
after floorplan: 0.0858 / 0.844 / -
final: 0.138 / 1.43 / 30.9
after CTS: 0.141 / 1.44 / 30.7
cell type report:
class	count	share of cell area, %
repair buffers	69	62.6
multi-input cells	61	31.9
well taps	46	5.46
Power is estimated from default activity; no workload was simulated.
