[flow/run.sh]
#!/bin/bash
# OpenROAD 26Q1-2900-gdf79404cd8, Yosys 0.63+post, stock flow scripts
make -C /OpenROAD-flow-scripts/flow DESIGN_CONFIG=/design/flow/config.mk WORK_HOME=/design/flow/orfs finish
[flow/config.mk]
export PLATFORM = sky130hd
export DESIGN_NAME = individual_208
export DESIGN_NICKNAME = individual_208
export VERILOG_FILES = /design/flow/design.v
export SDC_FILE = /design/flow/constraint.sdc
export NUM_CORES = 4
export LEC_CHECK = 1
export CORE_AREA = 10 10 70 70
export DIE_AREA = 0 0 80 80
[flow/constraint.sdc]
current_design individual_208

set clk_period 1.6
set clk_io_pct 0.2

create_clock -name clk0 -period $clk_period

set non_clock_inputs [all_inputs -no_clocks]
set_input_delay [expr $clk_period * $clk_io_pct] -clock clk0 $non_clock_inputs
set_output_delay [expr $clk_period * $clk_io_pct] -clock clk0 [all_outputs]
[flow/design.v]
module individual_208(input logic [15:0] a1, input logic [15:0] a0, input logic [15:0] b1, input logic [15:0] b0, output logic [15:0] y3, output logic [15:0] y2, output logic [15:0] y1, output logic [15:0] y0);
logic [15:0] r0, r1, r2, r3; 
 always@(*) begin 
	 r0 = a0; r1 = a1; r2 = b0; r3 = b1; 
 	 r2  &=  a0 ;
 	 r2  |=  b0 ;
 	 r3  ^=  r0 ;
 	 r2  ^=  a0 ;
 	 r0  |=  r2 ;
 	 r2 = ! r1 ;
 	 r3 = ! r1 ;
 	 r2  &=  r1 ;
 	 r1  |=  r1 ;
 	 r0 = ! r2 ;
 	 r1  &=  r3 ;
 	 r2 = ! r0 ;
 	 r3  ^=  r1 ;
 	 r1  &=  b1 ;
 	 r2  |=  r0 ;
 	 r3  |=  r1 ;
 	 r3  ^=  a1 ;
 	 r3  &=  b1 ;
 	 r1  |=  b1 ;
 	 r2  &=  r1 ;
 	 r3 = ! r1 ;
 	 r0 = ! r3 ;
 	 r0  |=  r0 ;
 	 r0 = ! b0 ;
 	 r1  |=  a1 ;
 	 r2  ^=  a0 ;
 	 r3  |=  b0 ;
 	 r3  |=  b1 ;
 	 r3  &=  b1 ;
 	 r3 = ! a1 ;
 	 r0  |=  b1 ;
 	 r2  &=  r1 ;
 	 r2  ^=  r0 ;
 	 r1  &=  r2 ;
 	 r0  &=  r3 ;
 	 r1 = ! r2 ;
 	 r0  &=  b0 ;
 	 r1  &=  r3 ;
 	 r1  ^=  r2 ;
 	 r3 = ! b0 ;
 	 r0  |=  r1 ;
 	 r1 = ! r0 ;
 	 r2  |=  r2 ;
 	 r2  |=  r3 ;
 	 r3 = ! r2 ;
 	 r0  &=  r1 ;
 	 y3 = r3; y2 = r2; y1 = r1; y0 = r0; 
end
endmodule
==> summary.txt <==
The synthesis and place-and-route flow finished, so here is a summary.

The run finished, with violations left. The final reports fail on setup timing. The worst setup path is of the in2out kind. Across all setup checks in the final design, the least slack found is -0.372 ns. Antenna repair during routing inserted a diode count of 0. The quantity of I/O buffers inserted on ports is 82. The slowest stage of the critical path belongs to the cell sky130_fd_sc_hd__or4_4. The routed design shows a via density per instance of 4.09. The cell with the most instances after synthesis is sky130_fd_sc_hd__buf_4.

The number of endpoints failing setup at the final stage is 2. Setup repair after global routing could not meet its margin everywhere. Per Yosys stat, the portion of area used by sequential elements is 0. The starting density of the core came out at 0.238. The proportion of layout cells with a drive suffix above 1 came out at 0.481.

The number of rows created at floorplan came out at 21. The detailed-placement wirelength estimate came out at 3470 um. Total global-route track usage over all layers is 0.111.

The global placement routability congestion is 0.887. The type of element capturing the critical path is an output pin. The clock period minus final worst setup slack came out at 1.97 ns.

The worst setup path is launched from an input port. The final routed wirelength across all metal layers came out at 4070 um. The leakage dissipation came out at 0.945 nW. The peak per-stage delay on the critical path came out at 0.54 ns.

The data arrival time of the critical path is 1.65 ns. In this run the maximum-capacitance check reported violations numbering 0. The proportion of netlist area held by the largest area contributor came out at 0.442. The count of antenna-violating nets left after detailed routing is 0. Yosys reports that the most numerous cell types are sky130_fd_sc_hd__buf_4 (48), sky130_fd_sc_hd__nand3b_1 (15), sky130_fd_sc_hd__inv_1 (8), sky130_fd_sc_hd__nand2_1 (8), sky130_fd_sc_hd__nor4_1 (8). The layout has 343 filler cells. The via count of the first global-routing pass came out at 1249. In this run the power density over the cells is 201 mW/mm^2. Between the synthesized netlist and the finished layout, the area growth was recorded as 111%. During I/O placement, the number of pins put on the boundary was 128. Counting the warning lines in the Yosys log gives 1. The die width came out at 80 um. The placeable core area came out at 0.00342 sq mm. The number of antenna violations at the first check in global routing is 0. The area of the synthesized netlist per yosys stat came out at 815 sq um. The number of standard cells reported by yosys came out at 120. The total power came out at 0.000345 W. The required time of the worst setup path came out at 1.28 ns.

The clock buffers instantiated in the layout total 0. For reference, the final report shows the max-slew violation count at 0. The library cell occupying the most area in the post-synthesis netlist is sky130_fd_sc_hd__buf_4. The mean cell area of the mapped netlist is 6.79 sq um. The number of hold violations in the final report came out at 0. The most critical hold endpoint after final layout shows a slack of 0.964 ns.

The first global-routing pass estimated 5910 um of wire. The area of the mapped netlist is 815 sq um. The netlist uses 18 different library cells. The number of cells produced by synthesis came out at 120.

The die is 80 um tall. Per STA, the worst path is made up of buf_4 > nand3b_1 > o2111ai_4 > or4_4 > nor4b_2 > buf_2. The iteration-0 DRC count of the detailed router came out at 13. The worst vdd rail ir drop is 0.0000725 V.

The number of flip-flops and latches came out at 0. The largest net degree at the start of global routing came out at 4. The number of hold-repair buffers added at the cts stage came out at 0. The global-route congestion overflow total is 0. The sequential cell area came out at 0 sq um.

The total DRC errors in the routed layout came out at 0. The highest clock frequency the design can meet is 507 MHz. The critical path maximum fanout is 3. The class of the tightest hold or removal check is in2out. The routed length per instance is 14.5 um.

The number of iterations in the first detailed-routing pass is 2. The routed via count is 1150. The chip footprint is 0.00640 sq mm. The post-route fraction of the period consumed by the critical path came out at 1.23. The main area contributors are sky130_fd_sc_hd__buf_4 (44%), sky130_fd_sc_hd__nand3b_1 (14%), sky130_fd_sc_hd__o2111ai_1 (6.5%). In this run the tools logged warnings totalling 35.
==> logic make-up after synthesis <==
family / count (synthesis) / share of synthesized area
AND-OR/OR-AND: 18 / 0.154
buffers and inverters: 56 / 0.479
AND/OR/NAND/NOR: 45 / 0.363
other: 1 / 0.00460
==> report_power, final <==
part | switching [W] | internal (W)
Clock | 0 | 0
Sequential | 0 | 0
Combinational | 0.000125 | 0.000220
==> layout by cell type (no fill, tap or decap), types with 5 or more instances in the layout <==
master,Yosys,layout
sky130_fd_sc_hd__buf_6,0,7
sky130_fd_sc_hd__buf_4,48,35
sky130_fd_sc_hd__conb_1,1,46
sky130_fd_sc_hd__inv_1,8,8
sky130_fd_sc_hd__buf_2,0,25
sky130_fd_sc_hd__nand3b_1,15,15
sky130_fd_sc_hd__nand2b_4,0,6
sky130_fd_sc_hd__clkdlybuf4s50_1,0,7
sky130_fd_sc_hd__clkbuf_2,0,21
sky130_fd_sc_hd__dlygate4sd2_1,0,5
sky130_fd_sc_hd__clkdlybuf4s15_1,0,13
sky130_fd_sc_hd__nand2_1,8,6
==> metal layers <==
metal  GRT usage  up-vias  part of all wire  wire (um)
li1            -      565                 -          -
met1       0.138      513              0.44       1810
met2       0.197       72              0.48       1960
met3      0.0284        0             0.076        309
met4           0        0                 0          0
met5           0        -                 0          0
==> repair_timing <==
item / 4_1_cts / 5_1_grt
resized: 192 / 59
setup buffers: 12 / 8
setup endpoints to repair: 18 / 7
pin swaps: 33 / 24
==> path summary, 6_finish.rpt <==
kind	start	endpoint	slack (ns)	cells past startpoint
max	a0[14]	y1[0]	-0.37	6
min	b1[15]	y2[15]	0.96	4
==> stage by stage <==
stage / worst slack [ns] / cells / setup TNS, ns / cell area, sq um / utilization
detailed placement: -1.14 / 262 / -6.19 / 1640 / 0.479
global route: -0.455 / 281 / -0.971 / 1720 / 0.503
global placement: -1.11 / 262 / -6.08 / 1640 / 0.479
floorplan: -0.170 / 165 / -0.258 / 991 / -
finish: -0.372 / 281 / -0.710 / 1720 / 0.503
CTS: -0.396 / 274 / -0.841 / 1720 / 0.503
==> critical path, delay by kind of cell <==
family | cells | cell delay [ns]
simple gates | 3 | 0.92
buf+inv | 2 | 0.27
compound gates | 1 | 0.13
==> area by class of cell <==
cell class	instances	area, sq um	share of cell area
Inverter	8	30.0	0.0175
Multi-Input combinational cell	109	752	0.438
Tap cell	46	57.6	0.0335
Timing Repair Buffer	118	877	0.511
Power is estimated from default activity; no workload was simulated.
