--- /design/flow/config.mk ---
export PLATFORM = sky130hd
export DESIGN_NAME = individual_13
export DESIGN_NICKNAME = individual_13
export VERILOG_FILES = /design/flow/design.v
export SDC_FILE = /design/flow/constraint.sdc
export NUM_CORES = 4
export LEC_CHECK = 1
export CORE_AREA = 10 10 70 70
export DIE_AREA = 0 0 80 80
--- /design/flow/constraint.sdc ---
current_design individual_13

set clk_period 2.2
set clk_io_pct 0.2

create_clock -name clk0 -period $clk_period

set non_clock_inputs [all_inputs -no_clocks]
set_input_delay [expr $clk_period * $clk_io_pct] -clock clk0 $non_clock_inputs
set_output_delay [expr $clk_period * $clk_io_pct] -clock clk0 [all_outputs]
--- /design/flow/design.v ---
module individual_13(input logic [15:0] a1, input logic [15:0] a0, input logic [15:0] b1, input logic [15:0] b0, output logic [15:0] y3, output logic [15:0] y2, output logic [15:0] y1, output logic [15:0] y0);
logic [15:0] r0, r1, r2, r3; 
 always@(*) begin 
	 r0 = a0; r1 = a1; r2 = b0; r3 = b1; 
 	 r3  &=  r3 ;
 	 r1  |=  r2 ;
 	 r1  &=  a1 ;
 	 r1 = ! r3 ;
 	 r2  &=  b0 ;
 	 r3  ^=  a1 ;
 	 r1 = ! r2 ;
 	 r1  ^=  a0 ;
 	 r3  |=  r1 ;
 	 r3  |=  a1 ;
 	 r0  ^=  b1 ;
 	 r3  |=  r2 ;
 	 r1  ^=  r2 ;
 	 r1  &=  a0 ;
 	 r0  &=  r1 ;
 	 r2 = ! r0 ;
 	 r2  ^=  b1 ;
 	 r3  ^=  a1 ;
 	 r2 = ! r0 ;
 	 r2  |=  r3 ;
 	 r3 = ! b1 ;
 	 r2  &=  r2 ;
 	 r0 = ! b0 ;
 	 r2 = ! r3 ;
 	 r0 = ! r1 ;
 	 r0  &=  r2 ;
 	 r0  &=  b1 ;
 	 r3  |=  a0 ;
 	 r3 = ! a0 ;
 	 r1  &=  r2 ;
 	 r3  ^=  r2 ;
 	 r1  |=  b0 ;
 	 r2  &=  r1 ;
 	 r0  &=  b1 ;
 	 r1 = ! a1 ;
 	 r2  |=  r3 ;
 	 r0 = ! b0 ;
 	 r1  ^=  b1 ;
 	 r0  ^=  a1 ;
 	 r1  ^=  r0 ;
 	 r0 = ! a1 ;
 	 r2  |=  r2 ;
 	 r0  ^=  r3 ;
 	 r0 = ! r0 ;
 	 r2  ^=  b1 ;
 	 r2  &=  b0 ;
 	 y3 = r3; y2 = r2; y1 = r1; y0 = r0; 
end
endmodule
--- /design/flow/run.sh ---
#!/bin/bash
# OpenROAD 26Q1-2900-gdf79404cd8, Yosys 0.63+post, stock flow scripts
make -C /OpenROAD-flow-scripts/flow DESIGN_CONFIG=/design/flow/config.mk WORK_HOME=/design/flow/orfs finish
==> Changelog: implementation <==
## Flow update

- Run status: completed
- ANT nets after route: 0
- Max cap viols: 0
- Clock buffers: 0
- Fin. max-slew vios: 0
- Flop count: 0
- WP buf/inv: 2
- Core area: 3420 µm²
- Reg area: 0 µm²
- OpenROAD warnings: 32
- Ant diodes: 0
- Global placement routability congestion: 0.799
- I/O Buffers: 98
- Die Size: 6400 µm²
- CP max stage delay: 420 ps
- CP Capture Type: primary output
- Layout cells sized above 1: 0.311
- Final worst slack: 90.6 ps
- Crit-path max FO: 2
- # setup viols final: 0
- Fp_density: 0.194
- Num ports: 128
- Ys cells: 90
- Overall Global Routing Usage: 0.115
- Hold Vio Cnt, Final: 0
- GR met3 Demand/Resource: 0.0386
- Worst VDD drop: 0.0515 mV
- Area grow syn2layout: 187%
- CP top delay family: buffers and inverters
- Worst Hold Class: in -> out
- TritonRoute pass-1 iters: 3
- Post-synth top area cell: buf_4
- WS Path Type: in -> out
- Met2 usage: 0.204
- Final core occ: 0.555
- Rows: 21
- Routed Wire Length: 4.07 mm
- Pwr Density: 147 nW/µm²
- Wirelength per Cell: 15.2 µm
- Min Tclk post-route: 2110 ps
- Cell Chain, Critical Path: clkdlybuf4s50_1 > nor4_2 > nand4_1 > xnor2_2 > xnor2_1 > buf_2
- Dpl hpwl: 3.82 mm
- Main area contributors: buf_4 (36%), xor2_1 (22%), nor4_1 (15%), and2_1 (14%), nand4_1 (3.8%)
- Yosys Chip Area: 662 µm²
- Setup TNS: 0 ps
- Mapped cell area: 662 µm²
- Post-synth seq share: 0
- DRC violations left: 0
- Syn avg cell area: 7.35 µm²
- Fmax: 474 MHz
- Via count of the first global-routing pass: 1,202
- Worst path slowest cell: clkdlybuf4s50_1
- Cell count after synthesis: 90
- Hold Crit Start: b1[0]
- Commonest Layout Cell: buf_4
- Global-route wire length before repair: 5.96 mm
- Fillers: 323
- Synth top area share: 0.363
- Startpoint types: primary input
- Die W: 80 µm
- Leak Pwr: 0.923 nW
- Crit path DAT: 1670 ps
- GR Util met1: 0.138
- Die Y: 80 µm
- DR vias: 1,047
- Largest net degree at the start of global routing: 4
- WP data required: 1760 ps
- Yosys warns: 1
- Most frequent cells in the layout: buf_4 (36), clkdlybuf4s50_1 (32), conb_1 (30)
- Worst Setup SP: b0[9]
- Placement Setup Slack: -639 ps
- 1st-iter DRT viols: 14
- Antenna violations before repair: 0
- Vias per cell: 3.91
- Post-synthesis cell type count: 10
- DP Cell Count: 267
- GRT overflow: 0
- Post-layout period usage: 0.959
- Final std cells w/o fill: 268
- Most used routing layer: met2
cell type report:
cell class	instances	area, µm²	share of cell area
Multi-Input combinational cell	87	657	0.346
Tap cell	46	57.6	0.0303
Timing Repair Buffer	135	1180	0.623
stage by stage:
stage | hold WS [ps] | total power [W] | instance area, µm²
after floorplan | 894 | 0.0000643 | 771
after global placement | 1840 | 0.000307 | 1840
after detailed placement | 1830 | 0.000307 | 1840
after CTS | 1500 | 0.000280 | 1830
after global routing | 1380 | 0.000304 | 1900
final | 1350 | 0.000278 | 1900
per-layer routing:
layer	routed length (µm)	vias up
met1	1700	466
li1	-	516
met5	0	-
met3	419	0
met2	1950	65
met4	0	0
cell families after synthesis:
family / count (synthesis) / synth area share
simple gates: 37 / 0.355
buf+inv: 32 / 0.363
xor+xnor: 20 / 0.276
other cells: 1 / 0.00567
cells in the mapped netlist:
master and n:
buf_4 32, xor2_1 17, nor4_1 16, and2_1 15
nand4_1 4, xnor2_1 2, and2b_2 1, conb_1 1
nor3b_1 1, xnor2_2 1
worst paths after layout:
check / end / slack [ps] / depth (start not counted)
setup / recovery: y1[0] / 90 / 6
hold / removal: y2[0] / 1350 / 4
power by group:
part / total, W / switching (W) / internal, W
registers: 0 / 0 / 0
clock network: 0 / 0 / 0
logic: 0.000278 / 0.0000833 / 0.000195
total: 0.000278 / 0.0000833 / 0.000195
repair_timing:
| action | 4_1_cts | 5_1_grt |
|---|---|---|
| hold buffers | 0 | 0 |
| cloned | 0 | 0 |
| pin swaps | 24 | 22 |
| gates resized | 81 | 49 |
| buffers inserted | 1 | 1 |
| endpoints found under the setup margin | 4 | 4 |
Power figures rest on the tool's default switching activity, not on a simulated workload.
