==> /design/flow/design.v <==
module individual_207(input logic [15:0] a1, input logic [15:0] a0, input logic [15:0] b1, input logic [15:0] b0, output logic [15:0] y3, output logic [15:0] y2, output logic [15:0] y1, output logic [15:0] y0);
logic [15:0] r0, r1, r2, r3; 
 always@(*) begin 
	 r0 = a0; r1 = a1; r2 = b0; r3 = b1; 
 	 r0  |=  b0 ;
 	 r2 = ! a0 ;
 	 r3 = ! a0 ;
 	 r3  ^=  b1 ;
 	 r1  ^=  a1 ;
 	 r0  |=  a1 ;
 	 r2  ^=  r1 ;
 	 r3 = ! r0 ;
 	 r0  |=  b0 ;
 	 r0 = ! b1 ;
 	 r2  ^=  r3 ;
 	 r1  &=  r2 ;
 	 r2  ^=  r3 ;
 	 r0  |=  a1 ;
 	 r3  |=  r0 ;
 	 r1  |=  b1 ;
 	 r1  ^=  r0 ;
 	 r1  ^=  r3 ;
 	 r3  |=  r3 ;
 	 r2  ^=  r0 ;
 	 r2  |=  a1 ;
 	 r0  ^=  b0 ;
 	 r2 = ! r3 ;
 	 r0 = ! b0 ;
 	 r2  ^=  b1 ;
 	 r0  ^=  b0 ;
 	 r3  &=  a0 ;
 	 r0  &=  a1 ;
 	 r0 = ! r0 ;
 	 r0 = ! r0 ;
 	 r0 = ! r1 ;
 	 r0 = ! r0 ;
 	 r1  |=  r3 ;
 	 r3  |=  a0 ;
 	 r1  ^=  b0 ;
 	 r2  &=  b1 ;
 	 r3  |=  r2 ;
 	 r2 = ! b0 ;
 	 r1  |=  a0 ;
 	 r2  &=  r0 ;
 	 r2  |=  a1 ;
 	 r3  &=  a0 ;
 	 r1  ^=  a1 ;
 	 r0  &=  r0 ;
 	 r1  &=  b1 ;
 	 r2  ^=  r2 ;
 	 y3 = r3; y2 = r2; y1 = r1; y0 = r0; 
end
endmodule
==> /design/flow/run.sh <==
#!/bin/bash
# OpenROAD 26Q1-2900-gdf79404cd8, Yosys 0.63+post, stock flow scripts
make -C /OpenROAD-flow-scripts/flow DESIGN_CONFIG=/design/flow/config.mk WORK_HOME=/design/flow/orfs finish
==> /design/flow/config.mk <==
export PLATFORM = sky130hd
export DESIGN_NAME = individual_207
export DESIGN_NICKNAME = individual_207
export VERILOG_FILES = /design/flow/design.v
export SDC_FILE = /design/flow/constraint.sdc
export NUM_CORES = 4
export LEC_CHECK = 1
export CORE_AREA = 10 10 79 79
export DIE_AREA = 0 0 89 89
==> /design/flow/constraint.sdc <==
current_design individual_207

set clk_period 4.2
set clk_io_pct 0.2

create_clock -name clk0 -period $clk_period

set non_clock_inputs [all_inputs -no_clocks]
set_input_delay [expr $clk_period * $clk_io_pct] -clock clk0 $non_clock_inputs
set_output_delay [expr $clk_period * $clk_io_pct] -clock clk0 [all_outputs]
==> notes.md <==
State of the implementation.

- The top metal layer carrying routed signals is met3, for reference.
- Hold repair after CTS inserted 0 buffers.
- In the routed layout, each cell is associated on average with a via count of 3.70.
- The synthesized instance count is 121.
- In this run the standard cell core region covers 4660 um2.
- Entering global routing, the biggest net connects 5 pins.
- Antenna repair during routing inserted a diode count of 0.
- After detailed routing, the number of remaining DRC violations is 0.
- The dominant cell type by area after synthesis is sky130_fd_sc_hd__buf_4, for reference.
- The share of layout cells above drive strength 1 is 1.50%, for reference.
- Per the Yosys statistics, synthesis produced 121 cells.
- The full die area is 7920 um2, for reference.
- The top cell family by delay on the critical path is buffers and inverters, for reference.
- The core utilization at floorplan is 17.1%, for reference.
- Overall power consumption after layout is estimated at 142 uW.
- In the final layout, flip-flops and latches occupy 0 um2.
- The worst endpoint data arrival time is 2.64 ns, for reference.
- The routed wirelength normalized by instance count is 15.6 um, for reference.
- The highest ir drop seen on vdd is 0.0000210 V, for reference.
- The share of the synthesized area in the top cell type is 30.1%, for reference.
- The HPWL after detailed placement is 3.79 mm.
- The run finished with clean final reports.
- The area recorded from the Yosys report for this design is 798 um2.
- The global placer's final weighted congestion is 0.752, for reference.
- The initialized floorplan defines 25 standard-cell rows.
- The final timing report counts setup violations totalling 0.
- After detailed routing, the wire length on met1 is 1.38 mm.
- The setup TNS after final layout is 0 ns, for reference.
- The proportion of synthesized chip area in sequential cells is 0%, for reference.
- The count of nets left with antenna violations once routing finished came out at 0.
- The worst path required time is 3.36 ns, for reference.
- The warning tally printed by Yosys for this design is 1.
- In this run, post-CTS repair resized a total of 0 instances.
- Along the critical path, the tally of buffer and inverter instances is 2.
- Cells fill 35.4% of the core in the end.
- The met3 routed wirelength is 311 um, for reference.
- The layout has 0 clock buffers.
- The number of iterations in the first detailed-routing pass is 3, for reference.
- The most used cell along the critical path is sky130_fd_sc_hd__clkdlybuf4s50_1, for reference.
- The number of global-route vias before repair is 1,043, for reference.
- Setup repair after global routing left no endpoint under its margin.
- Buffers placed on the I/O ports in this run total 97.
- The class of the tightest hold or removal check is input port to output pin, for reference.
- According to the floorplan report, the die height is 89 um.
- The count of warning messages emitted by the tools is 32, for reference.
- The highest clock frequency the design can meet is 288 MHz, for reference.
- For this design the ratio of total power to cell area is 85.9 nW/um2.
- The number of DRC violations after detailed-routing iteration 0 is 19, for reference.
- The number of antenna violations at the first check in global routing is 0, for reference.
- The mean cell area of the mapped netlist is 6.60 um2, for reference.
- For this block, the via count after detailed routing is 939.
- The path type of the worst setup path is input port to output pin, for reference.
- After detailed routing, the met2 layer carries 2.27 mm of wire.
- The total congestion overflow is 0, for reference.
- The dominant cell by count in the synthesized netlist is sky130_fd_sc_hd__buf_4, for reference.
- For reference, the final report shows the max-slew violation count at 0.
- In this run the cell area of the synthesized design comes to 798 um2.
- The total I/O pin count is 128, for reference.
- The top fanout value on the critical path is 2, for reference.
- Per STA, the worst path is made up of clkdlybuf4s50_1, nor4_1, nand4_1, nor3_1, o2111ai_1, clkdlybuf4s50_1.
- The sequential cell count of the final layout is 0, for reference.
- The kind of end point of the critical path is an output pin, for reference.
- The script extracted a total leakage power of 0.605 nW.
- By count the netlist is led by sky130_fd_sc_hd__buf_4, sky130_fd_sc_hd__clkbuf_1, sky130_fd_sc_hd__nor2b_1, sky130_fd_sc_hd__xnor2_1.
- The global routing usage summed across all routing layers is 8.53%, for reference.
- The share of the cycle needed by the critical path after routing is 82.7%, for reference.
- The capture point of the worst path is y0[0], for reference.
- Synthesis instantiated 18 different standard cells from the library.
- Ranked by total cell area, the synthesized netlist is headed by sky130_fd_sc_hd__buf_4, sky130_fd_sc_hd__xnor2_1, sky130_fd_sc_hd__nor2b_1.
- On the critical path, the stage with the largest delay is an instance of sky130_fd_sc_hd__clkdlybuf4s50_1.
- The count of maximum capacitance violations is 0, for reference.
- Counting the fill cells in the layout gives 485.
- For reference, the critical path is launched at a1[12].
- The clock period could shrink to 3.48 ns.
- The instance count on the critical path is 6, for reference.
- Between the synthesized netlist and the finished layout, the area growth was recorded as 107%.
- In the post-route report, total wirelength is listed as 3.95 mm.
- The die outline width is 89 um, for reference.
- The worst setup path is launched from an input port.
- The wire length of the first global-routing pass is 5.26 mm, for reference.
- The final timing report lists a hold violation count of 0.
- The count of buffers added by post-CTS timing repair for setup is 0, for reference.
- Among all stages on the critical path, the maximum delay recorded is 0.46 ns.
==> cell usage in the layout, fill, tap and decap left out <==
| master | n |
|---|---|
| sky130_fd_sc_hd__and2_1 | 14 |
| sky130_fd_sc_hd__and2_2 | 1 |
| sky130_fd_sc_hd__clkdlybuf4s50_1 | 97 |
| sky130_fd_sc_hd__conb_1 | 31 |
| sky130_fd_sc_hd__inv_1 | 1 |
| sky130_fd_sc_hd__mux2i_1 | 1 |
| sky130_fd_sc_hd__nand2_1 | 1 |
| sky130_fd_sc_hd__nand4_1 | 3 |
| sky130_fd_sc_hd__nor2_1 | 2 |
| sky130_fd_sc_hd__nor2b_1 | 15 |
| sky130_fd_sc_hd__nor3_1 | 1 |
| sky130_fd_sc_hd__nor4_1 | 14 |
| sky130_fd_sc_hd__nor4_2 | 1 |
| sky130_fd_sc_hd__o2111ai_1 | 1 |
| sky130_fd_sc_hd__o21ai_0 | 1 |
| sky130_fd_sc_hd__or4_4 | 1 |
| sky130_fd_sc_hd__xnor2_1 | 15 |
==> power breakdown <==
part           total [mW]  switching (mW)  internal [mW]  leakage (nW)
logic               0.142          0.0370          0.105         0.605
clock network           0               0              0             0
registers               0               0              0             0
==> per-stage QoR <==
stage	cell area (um2)	setup slack [ns]	hold slack, ns	cells
floorplan	911	1.62	1.72	151
global placement	1650	0.696	2.55	254
detailed placement	1650	0.657	2.55	254
CTS	1650	0.651	2.55	254
global route	1650	0.416	2.57	254
finish	1650	0.725	2.54	254
==> worst min-delay path by stage <==
stage | from | end | cells after the start
finish | a0[4] | y3[4] | 2
global route | a0[15] | y3[15] | 2
CTS | a0[10] | y3[10] | 2
==> cell type report <==
class                      count  area [um2]  area share, %
timing repair buffer          97         971           58.9
multi-input combinational    102         607           36.8
tap                           54        67.6           4.10
inverter                       1        3.75          0.228
==> routing by layer <==
metal,vias to the layer above,global-route usage [%]
met5,-,0
met2,46,17.6
li1,491,-
met4,0,0
met3,0,1.56
met1,402,9.09
==> logic make-up after synthesis <==
family / synth area share [%]
simple gates: 42.0
buf+inv: 38.1
xor+xnor: 16.5
compound gates: 1.72
mux: 1.25
other cells: 0.470
Power and IR drop assume default switching activity.
