--- design/flow/config.mk ---
export PLATFORM = sky130hd
export DESIGN_NAME = individual_17
export DESIGN_NICKNAME = individual_17
export VERILOG_FILES = /design/flow/design.v
export SDC_FILE = /design/flow/constraint.sdc
export NUM_CORES = 4
export LEC_CHECK = 1
export CORE_AREA = 10 10 70 70
export DIE_AREA = 0 0 80 80
--- design/flow/constraint.sdc ---
current_design individual_17

set clk_period 2.3
set clk_io_pct 0.2

create_clock -name clk0 -period $clk_period

set non_clock_inputs [all_inputs -no_clocks]
set_input_delay [expr $clk_period * $clk_io_pct] -clock clk0 $non_clock_inputs
set_output_delay [expr $clk_period * $clk_io_pct] -clock clk0 [all_outputs]
--- design/flow/design.v ---
module individual_17(input logic [15:0] a1, input logic [15:0] a0, input logic [15:0] b1, input logic [15:0] b0, output logic [15:0] y3, output logic [15:0] y2, output logic [15:0] y1, output logic [15:0] y0);
logic [15:0] r0, r1, r2, r3; 
 always@(*) begin 
	 r0 = a0; r1 = a1; r2 = b0; r3 = b1; 
 	 r3  |=  r0 ;
 	 r3  ^=  r2 ;
 	 r1  ^=  a0 ;
 	 r0 = ! r2 ;
 	 r2  &=  a0 ;
 	 r0  ^=  b1 ;
 	 r1  ^=  b1 ;
 	 r2  |=  a0 ;
 	 r1 = ! b0 ;
 	 r3  |=  b0 ;
 	 r1  ^=  r3 ;
 	 r2  &=  a0 ;
 	 r0  ^=  r1 ;
 	 r2  |=  b0 ;
 	 r1 = ! a0 ;
 	 r2 = ! a0 ;
 	 r2 = ! r0 ;
 	 r2  &=  r1 ;
 	 r0  ^=  b1 ;
 	 r3  ^=  r2 ;
 	 r1 = ! r2 ;
 	 r2  |=  r1 ;
 	 r3 = ! r0 ;
 	 r2  ^=  b1 ;
 	 r2 = ! r0 ;
 	 r1  ^=  a0 ;
 	 r2 = ! a0 ;
 	 r0  ^=  b1 ;
 	 r2  &=  r2 ;
 	 r3  &=  b0 ;
 	 r2  &=  r2 ;
 	 r2  ^=  b0 ;
 	 r1  &=  r0 ;
 	 r0  ^=  r0 ;
 	 r2 = ! r3 ;
 	 r2 = ! b1 ;
 	 r0 = ! a0 ;
 	 r2 = ! a1 ;
 	 r0  &=  r2 ;
 	 r2  &=  b1 ;
 	 r0  &=  r1 ;
 	 r2  &=  r2 ;
 	 r0 = ! r1 ;
 	 r0  &=  b1 ;
 	 r0 = ! r2 ;
 	 r2  &=  a1 ;
 	 y3 = r3; y2 = r2; y1 = r1; y0 = r0; 
end
endmodule
--- design/flow/run.sh ---
#!/bin/bash
# OpenROAD 26Q1-2900-gdf79404cd8, Yosys 0.63+post, stock flow scripts
make -C /OpenROAD-flow-scripts/flow DESIGN_CONFIG=/design/flow/config.mk WORK_HOME=/design/flow/orfs finish
==> flow_summary.ini <==
; implementation run metrics
[worst_setup_path]
crit_arrival_ns = 1.81
cpLargestDelayFamily = simple AND/OR/NAND/NOR gates
path_cells = clkdlybuf4s50_1, or4b_4, nor3_4, nand4_1, buf_2
path_class = input port to primary output
worst-path-stages = 5
crit_path_max_fanout = 1
start_kind = input port
startpoint = a1[0]
cp-end-kind = primary output
critPathRequiredTime_ns = 1.84
path_buffers = 2
cp_slowest_cell = or4b_4
cpPeakStageDelay_ns = 0.52
endpoint = y0[0]

[synth]
common_cells = 48 x buf_4, 15 x nor2b_1, 2 x nor4_1
synthCells = 71
yosys_area_um2 = 509
top_cells_by_area = buf_4 71%, nor2b_1 18%, nor4_1 2.5%
top_area_share_pct = 70.8
syn_avg_cell_area_um2 = 7.17
yosysTopAreaCell = buf_4
yosysCellCount = 71
synth.yosys.seq_area_share_pct = 0
synth_cell_type_count = 9
top_cell = buf_4
ys_warn_count = 1
synth_area_um2 = 509

[grt]
grt.busiest_layer = met2
antenna_found_initial = 0
use_met1_pct = 6.93
grt_pass1_vias = 616
track_usage_pct = 5.87
met3_usage_pct = 2.05
gr-usage-met2_pct = 10.5
grt_overflow_total = 0
grt_max_degree = 3
grt_pass1_wl_mm = 3.09

[power]
vdd_drop_max_v = 0.0000205
p_per_area_nw_per_um2 = 119
p_leak_nw = 0.453

[placement]
dpl.hpwl_mm = 2.26
portBuffers = 66
gp_congestion = 0.790
placedCellCount = 181

[cells_and_area]
final_cells = 181
drive_gt1_share_pct = 2.22
nFillCells = 380
area_growth_pct = 105
clkbuf_count = 0
flops = 0
seqCellArea_um2 = 0

[detailed_routing]
wl_mm = 2.33
postRouteAntennaNets = 0
post_drt_wl_per_cell_um = 12.9
dr.pass1.iters = 4
antennaDiodeCount = 0
vias = 544
drtIter0Drc = 5
drcViolationCount = 0
vias_per_cell = 3.01

[timing]
rsz0062_at_grt = no
final_hold_viol_count = 0
totalNegativeSetupSlack_ns = 0
drv_slew = 0
fmax_mhz = 440
post-route-period-util_pct = 98.8
finalCriticalPeriod_ns = 2.27
setup_viol = 0

[floorplanning]
rows = 21
die-area_um2 = 6400
fp_util_pct = 14.9
io_pins = 128
core_area_um2 = 3420
die_x_um = 80
die_y_um = 80

[clock_network]
cts_resized = 7
holdBufCountCts = 0
post_cts_buffers = 0

[worst_hold_path]
hp-class = input port to primary output

[outcome]
status = finished, final reports clean

[run]
maxCapViolCount = 0
warnings = 47
==> worst min path at each step <==
stage            to   from  slack (ns)  cells after the start
finish        y0[0]  a1[3]        1.44                      5
CTS           y0[0]  a1[3]        1.44                      5
global route  y0[0]  a1[3]        1.45                      5
==> kinds of logic after synthesis <==
logic type,after synthesis,share of synthesized area [%]
buf+inv,48,70.8
other cells,1,0.736
simple gates,22,28.5
==> layout make-up <==
type               instances  area, um2  share of cell area (%)
repair buffers            66        653                    62.7
well taps                 46       57.6                    5.52
multi-input cells         69        332                    31.8
==> cells in the final DEF, fill, tap and decap left out <==
cell             count
nor3b_1              1
buf_2                1
or4b_4               1
nor2b_1             15
conb_1              47
dlygate4sd2_1        2
nand4_1              1
nor4_1               2
clkdlybuf4s50_1     63
nor3_4               1
nor3_1               1
==> report_power, final <==
| group | total [mW] | switching (mW) | internal (mW) |
|---|---|---|---|
| Clock | 0 | 0 | 0 |
| Sequential | 0 | 0 | 0 |
| Combinational | 0.124 | 0.0228 | 0.102 |
| Total | 0.124 | 0.0228 | 0.102 |
==> stage by stage <==
stage | setup WS (ns) | util (%) | power [mW] | hold WS [ns] | instance area (um2)
floorplan | 0.543 | - | 0.0657 | 0.933 | 682
global placement | -0.261 | 30.4 | 0.127 | 1.81 | 1040
detailed placement | -0.251 | 30.4 | 0.127 | 1.81 | 1040
CTS | 0.0106 | 30.5 | 0.129 | 1.44 | 1040
global route | 0.00234 | 30.5 | 0.138 | 1.45 | 1040
finish | 0.0284 | 30.5 | 0.124 | 1.44 | 1040
==> routing by layer <==
| layer | vias to the layer above | share of wire (%) |
|---|---|---|
| met1 | 223 | 40 |
| met5 | - | 0 |
| met4 | 0 | 0 |
| met3 | 0 | 15 |
| met2 | 65 | 45 |
| li1 | 256 | - |
No activity file was given, so power comes from the tool's default toggle rates.
