## design/flow/design.v

```verilog
module individual_19(input logic [15:0] a1, input logic [15:0] a0, input logic [15:0] b1, input logic [15:0] b0, output logic [15:0] y3, output logic [15:0] y2, output logic [15:0] y1, output logic [15:0] y0);
logic [15:0] r0, r1, r2, r3; 
 always@(*) begin 
	 r0 = a0; r1 = a1; r2 = b0; r3 = b1; 
 	 r3 = ! r3 ;
 	 r3  &=  r1 ;
 	 r1  &=  a0 ;
 	 r2  |=  r2 ;
 	 r2  ^=  a1 ;
 	 r3 = ! a0 ;
 	 r2  ^=  b1 ;
 	 r0  |=  a1 ;
 	 r2 = ! r1 ;
 	 r3  ^=  a0 ;
 	 r1  |=  r1 ;
 	 r3 = ! r1 ;
 	 r0  |=  a0 ;
 	 r3  ^=  r3 ;
 	 r2  &=  r0 ;
 	 r2 = ! a0 ;
 	 r1  |=  r3 ;
 	 r3 = ! b1 ;
 	 r0  |=  a1 ;
 	 r0 = ! a1 ;
 	 r3  &=  r2 ;
 	 r0  |=  r1 ;
 	 r1  &=  r2 ;
 	 r3  &=  r3 ;
 	 r0  &=  a0 ;
 	 r0 = ! a1 ;
 	 r3  |=  r2 ;
 	 r1  ^=  r1 ;
 	 r3  &=  a0 ;
 	 r0  &=  r1 ;
 	 r2  ^=  b1 ;
 	 r1  ^=  r1 ;
 	 r3  ^=  a0 ;
 	 r0 = ! a1 ;
 	 r0  ^=  b1 ;
 	 r3  ^=  b0 ;
 	 r2 = ! b0 ;
 	 r0  &=  b0 ;
 	 r3  ^=  b0 ;
 	 r3  &=  r1 ;
 	 r0  |=  r3 ;
 	 r2  ^=  r0 ;
 	 r2  |=  r2 ;
 	 r2  |=  r3 ;
 	 r2  &=  r0 ;
 	 r3 = ! a0 ;
 	 y3 = r3; y2 = r2; y1 = r1; y0 = r0; 
end
endmodule
```

## design/flow/run.sh

```bash
#!/bin/bash
# OpenROAD 26Q1-2900-gdf79404cd8, Yosys 0.63+post, stock flow scripts
make -C /OpenROAD-flow-scripts/flow DESIGN_CONFIG=/design/flow/config.mk WORK_HOME=/design/flow/orfs finish
```

## design/flow/config.mk

```make
export PLATFORM = sky130hd
export DESIGN_NAME = individual_19
export DESIGN_NICKNAME = individual_19
export VERILOG_FILES = /design/flow/design.v
export SDC_FILE = /design/flow/constraint.sdc
export NUM_CORES = 4
export LEC_CHECK = 1
export CORE_AREA = 10 10 70 70
export DIE_AREA = 0 0 80 80
```

## design/flow/constraint.sdc

```tcl
current_design individual_19

set clk_period 2.2
set clk_io_pct 0.2

create_clock -name clk0 -period $clk_period

set non_clock_inputs [all_inputs -no_clocks]
set_input_delay [expr $clk_period * $clk_io_pct] -clock clk0 $non_clock_inputs
set_output_delay [expr $clk_period * $clk_io_pct] -clock clk0 [all_outputs]
```

==> impl_metrics.json <==
{
  "status": "complete, no violations",
  "grt_antenna_before_repair": 0,
  "stage_log_warnings": 32,
  "ant_nets": 0,
  "syn_avg_cell_area_sq_um": 7.17,
  "syn_area_sq_um": 552,
  "core_region_area_sq_um": 3420,
  "most_used_standard_cells_in_the_synthesized_netlist": "sky130_fd_sc_hd__buf_4 (47), sky130_fd_sc_hd__and2_1 (15), sky130_fd_sc_hd__nor4_1 (7)",
  "adder_share_pct": 0,
  "most_common_cell": "sky130_fd_sc_hd__buf_4",
  "routed_wire_per_std_cell_microns": 14.3,
  "nFlopsAndLatches": 0,
  "ys_warn_count": 1,
  "power.total_uw": 185,
  "syn2layout_area_growth_pct": 150,
  "final-setup-viol-count": 0,
  "timing.critical_path.fanout_max": 2,
  "gr-usage-all-layers_pct": 7.41,
  "post_cts_hold_buffer_count": 0,
  "vias": 689,
  "pre_cts_slack_ns": -0.332,
  "timing.fmax_mhz": 491,
  "synth.mux.area_fraction_pct": 3.63,
  "final.hold.worst_slack_ns": 1.42,
  "cellInternalPower_uw": 150,
  "critical_path.startpoint_type": "input port",
  "layout_min_cycle_time_ns": 2.04,
  "logic_family": "buffers and inverters",
  "first_global_vias": 744,
  "worstPathArrival_ns": 1.60,
  "final_critical_path_setup_slack_ns": 0.162,
  "drc_errors": 0,
  "xor_share_synth_pct": 0,
  "dr.first_iter.drc_count": 0,
  "port_buffers": 97,
  "number_of_antenna_cells_inserted": 0,
  "part_of_the_power_in_combinational_logic_pct": 100.0,
  "fin_setup_tns_ns": 0,
  "gp_congestion": 0.797,
  "cp.required_ns": 1.76,
  "critical_setup_path_kind": "input port to output port",
  "dpl.cell_count": 203,
  "synthCells": 77,
  "power.density_nw_per_um2": 134,
  "irDropWorstVdd_mv": 0.0518,
  "drt-total-wl_microns": 2940,
  "vertical_die_dimension_microns": 80,
  "post-dp-hpwl_microns": 2800,
  "power.switching_uw": 34.7,
  "yosysCellCount": 77,
  "min-delay-path-class": "input port to output port",
  "synth.cellmix.compoundShare_pct": 0,
  "clkbuf_count": 0,
  "period_used_pct": 92.6,
  "switching_fraction_of_total_power_pct": 18.8,
  "clockPowerShare_pct": 0,
  "max_cap_viol_count": 0,
  "filler_cell_count": 329,
  "grt_first_pass_wirelength_microns": 3890,
  "drt-vias-per-instance": 3.36,
  "synth_sequential_area_ratio_pct": 0,
  "maximum_number_of_pins_on_one_net_before_global_route_repair": 3,
  "yosys-top-cells-area": "sky130_fd_sc_hd__buf_4 (64%), sky130_fd_sc_hd__and2_1 (17%), sky130_fd_sc_hd__nor4_1 (7.9%)",
  "die_width_microns": 80,
  "yosys.area.top_type_share_pct": 63.9,
  "ys_area_sq_um": 552,
  "yosysUniqueCellTypes": 10,
  "final_cell_count_without_fillers": 205,
  "floorplanUtilization_pct": 16.2,
  "leakagePower_nw": 0.647,
  "most_area_hungry_cell_type_in_the_yosys_netlist": "sky130_fd_sc_hd__buf_4",
  "num_rows": 21,
  "top_level_ports": 128,
  "overflow": 0,
  "seq_cell_area_sq_um": 0,
  "seqPwrFrac_pct": 0,
  "layout-drive-gt1-share_pct": 5.03,
  "ys_sh_simple_pct": 31.7,
  "final-hold-violation-count": 0,
  "worst_setup_ep_type": "output port",
  "report.final.slew_viol_count": 0,
  "chip_area_sq_um": 6400,
  "drt-pass1-iter-count": 1
}
## area by class of cell
class	instances	area (sq um)	share of cell area (%)
Timing Repair Buffer	99	993	71.9
Multi-Input combinational cell	60	330	23.9
Tap cell	46	57.6	4.17
## what timing repair did
item                                    in CTS  in global routing
gates resized                               11                 11
pin swaps                                    5                  5
endpoints found under the setup margin       3                  2
buffers inserted                             2                  0
## per-layer routing
metal | share of wire (%) | vias up | global-route usage [%]
li1 | - | 340 | -
met1 | 36 | 297 | 8.24
met2 | 53 | 52 | 14.4
met3 | 11 | 0 | 1.93
met4 | 0 | 0 | 0
met5 | 0 | - | 0
## power groups by stage
stage     Combinational [mW]  Clock (mW)  Sequential, mW
4_1_cts                0.189           0               0
5_1_grt                0.201           0               0
6_report               0.185           0               0
## critical path, cell delays in order
cell and delay [ns]:
sky130_fd_sc_hd__clkdlybuf4s50_1 0.40, sky130_fd_sc_hd__nor4_1 0.18, sky130_fd_sc_hd__nand4_1 0.17, sky130_fd_sc_hd__buf_4 0.17
sky130_fd_sc_hd__mux2i_1 0.13, sky130_fd_sc_hd__buf_2 0.11
## metrics by stage
| stage | util [%] | instance area [sq um] |
|---|---|---|
| CTS | 39.4 | 1350 |
| detailed placement | 39.2 | 1340 |
| floorplan | - | 664 |
| finish | 40.4 | 1380 |
| global placement | 39.2 | 1340 |
| global route | 40.4 | 1380 |
## path summary, 6_finish.rpt
path / start / endpoint / slack, ns / cells past startpoint
worst max-delay path: a1[6] / y0[0] / 0.16 / 6
worst min-delay path: a1[10] / y2[0] / 1.42 / 6
## cells in the final DEF, fill, tap and decap left out
cell,synthesis,final
sky130_fd_sc_hd__clkdlybuf4s50_1,0,82
sky130_fd_sc_hd__conb_1,1,31
sky130_fd_sc_hd__and2_1,15,15
sky130_fd_sc_hd__dlymetal6s2s_1,0,9
sky130_fd_sc_hd__nor4_2,1,4
sky130_fd_sc_hd__nor4_1,7,4
sky130_fd_sc_hd__dlygate4sd2_1,0,4
sky130_fd_sc_hd__mux2i_1,2,2
sky130_fd_sc_hd__buf_2,0,2
sky130_fd_sc_hd__buf_4,47,2
sky130_fd_sc_hd__nand2b_1,1,1
sky130_fd_sc_hd__nand2_1,1,1
sky130_fd_sc_hd__nand4_1,1,1
sky130_fd_sc_hd__and4_1,1,1
## cells by family (layout without fill, tap and decap cells)
family	after synthesis	count (layout)
buffers and inverters	47	99
AND/OR/NAND/NOR	27	27
multiplexers	2	2
other	1	31
Power is estimated from default activity; no workload was simulated.
